===== ./design.v =====
interface axi #(parameter DWIDTH=32, TKEEPWIDTH=4, TSTRBWIDTH=4, TIDWIDTH=8, TDESTWIDTH=8);
logic aclk;
logic aresetn;
logic [DWIDTH-1:0] tdata;
logic tlast;
logic tready;
logic tvalid;
logic [TKEEPWIDTH-1:0] tkeep;
logic [TSTRBWIDTH-1:0] tstrb;
logic tuser;
logic [TIDWIDTH-1:0] tid;
logic [TDESTWIDTH-1:0] tdest;
modport TRANSMIT (
    input aclk,
    input aresetn,
    output tdata,
    output tlast,
    input tready,
    output tvalid,
    output tkeep,
    output tstrb,
    output tuser,
    output tid,
    output tdest
    );
modport RECEIVE (
    input aclk,
    input aresetn,
    input tdata,
    input tlast,
    output tready,
    input tvalid,
    input tkeep,
    input tstrb,
    input tuser,
    input tid,
    input tdest
    );
endinterface
module net_write_tracker_write_side (
    aclk,
    aresetn,
    total_reads,
    total_writes,
    net_writes
    );
parameter DWIDTH = 64;
input aclk;
input aresetn;
input signed [DWIDTH-1:0] total_reads;
input signed [DWIDTH-1:0] total_writes;
output logic signed [DWIDTH-1:0] net_writes;
logic signed [DWIDTH-1:0] delay_chain [3];
always @(posedge aclk, negedge aresetn) begin 
    if (aresetn == 1'b0) begin 
        delay_chain[2] <= 0;
        delay_chain[1] <= 0;
        delay_chain[0] <= 0;
    end else begin 
        delay_chain[2] <= delay_chain[1];
        delay_chain[1] <= delay_chain[0];
        delay_chain[0] <= total_reads;
    end
end
always @(posedge aclk, negedge aresetn) begin 
    if (aresetn == 1'b0) begin 
        net_writes <= 0;
    end else if ((delay_chain[0] == delay_chain[1]) && (delay_chain[1] == delay_chain[2])) begin 
        net_writes <= total_writes - delay_chain[0];
    end
end
endmodule

===== ./run.sh =====
#!/bin/bash
# OpenROAD 26Q1-2900-gdf79404cd8, Yosys 0.63+post, stock flow scripts
make -C /OpenROAD-flow-scripts/flow DESIGN_CONFIG=/design/flow/config.mk WORK_HOME=/design/flow/orfs finish

===== ./config.mk =====
export PLATFORM = sky130hd
export DESIGN_NAME = net_write_tracker_write_side
export DESIGN_NICKNAME = net_write_tracker_write_side
export VERILOG_FILES = /design/flow/design.v
export SDC_FILE = /design/flow/constraint.sdc
export NUM_CORES = 4
export LEC_CHECK = 1
export CORE_UTILIZATION = 40

===== ./constraint.sdc =====
current_design net_write_tracker_write_side

set clk_period 22.6
set clk_io_pct 0.2

create_clock -name clk0 -period $clk_period [get_ports {aclk}]

set non_clock_inputs [all_inputs -no_clocks]
set_input_delay [expr $clk_period * $clk_io_pct] -clock clk0 $non_clock_inputs
set_output_delay [expr $clk_period * $clk_io_pct] -clock clk0 [all_outputs]

==> impl_metrics.json <==
{
  "simple_gate_area_frac": 0.122,
  "first_iter_violations": 648,
  "largest_area_cell": "dfrtp_1",
  "die_w_um": 178,
  "design_area_mm2": 0.0157,
  "rr_startpoint": "delay_chain[0][9]",
  "drt-pass1-iter-count": 5,
  "reg2reg_depth": 12,
  "path_class": "in -> reg",
  "grt_max_degree": 70,
  "worstSetupStartpoint": "total_writes[0]",
  "io_buffers": 193,
  "path_max_fanout": 3,
  "yosysUniqueCellTypes": 67,
  "aoi_share": 0.162,
  "htreeDepth": 1,
  "n_fill_cell": 2693,
  "clock.fmax_ghz": 0.132,
  "grt_pass1_wl_um": 53100,
  "min_path_cells": 0,
  "tightest_slew_ns": 0.772,
  "cts_setup_buffers": 0,
  "clkTransAtPathRegs_ns": 0.06,
  "die_area_mm2": 0.0317,
  "hold_viol_final": 0,
  "core_area_mm2": 0.0305,
  "tns_ns": 0,
  "ioPinCount": 194,
  "numSynthFlops": 256,
  "clock_sinks": 256,
  "cts.path.max_buffers": 3,
  "yosys-top-cells-area": "dfrtp_1, xor2_1, ha_1",
  "cp_slowest_cell": "clkdlybuf4s50_1",
  "viasPerCell": 5.22,
  "drv_cap": 0,
  "ys_sh_xor": 0.0884,
  "fp-utilization": 0.406,
  "max_slew_margin": 0.481,
  "ctsHoldBuffers": 0,
  "max_stage_delay_ns": 0.45,
  "most_common_cell": "dfrtp_1",
  "tool_warnings": 25,
  "post-route-util": 0.514,
  "setup_viol_count_final": 0,
  "crit_path_cell_trace": "clkdlybuf4s50_1 -> inv_1 -> ha_1 -> fa_1 -> nor2b_1 -> o211ai_1 -> a2111oi_2 -> nor4_1 -> buf_4 -> nor3_1 -> o21bai_1 -> a31o_2 -> o31ai_1 -> xor2_1 -> mux2_1",
  "final_layout_size_suffix_gt1_frac": 0.0480,
  "flop_cell": "dfrtp_1",
  "ir_worst_vdd_v": 0.0000760,
  "die_h_um": 178,
  "grt_pass1_vias": 9457,
  "num_rows": 64,
  "hold_path.startpoint": "delay_chain[0][7]",
  "vias": 9458,
  "power.density_mw_per_mm2": 73.2,
  "status": "finished, final reports clean",
  "grt_overflow": 0,
  "top_cells_by_count": "dfrtp_1, nand2_1, xor2_1",
  "cts-root-buf": "clkbuf_16",
  "skew_ns": 0.0158,
  "num_antenna_cells": 0,
  "crit_arrival_ns": 8.01,
  "routedWlPerCell_um": 18.9,
  "cts_tree": "yes",
  "drc": 0,
  "synth.avg_cell_area_um2": 10.3,
  "min_period_ns": 7.58,
  "edf_count": 0,
  "drt-total-wl_um": 34300,
  "synth.area.mux_share": 0.00545,
  "ys_cells": 1207,
  "cellLeakagePower_nw": 7.08,
  "synthCells": 1207,
  "ys_seq_frac": 0.517,
  "ys_area_mm2": 0.0124,
  "hp-class": "reg -> reg",
  "synthArstFlopShare": 1.00,
  "synth_top_area_share": 0.517,
  "ant_nets": 0,
  "syn_to_final_growth_pct": 26.6,
  "period_used_share": 0.336,
  "insertion_delay_ns": 0.55,
  "cp-end-kind": "flop",
  "grt_setup_unrepaired": "false",
  "required_ns": 23.02,
  "ctsResizeCount": 0,
  "postPlaceCellArea_mm2": 0.0147,
  "grt_antenna_before_repair": 1,
  "cts_buffers": 28,
  "drv_slew": 0,
  "synth_area_mm2": 0.0124,
  "grt.total_usage": 0.232,
  "hpwl_um": 26600,
  "gp_congestion": 0.949,
  "logic_family": "AND-OR/OR-AND gates",
  "ys_warn_count": 2,
  "critPathLaunchType": "primary input",
  "fa_ha_area_frac": 0.0652
}
## placed cells by master, fill, tap and decap left out, types with 7 or more instances in the layout
cell and n:
dfrtp_1 256, clkdlybuf4s50_1 192, nand2_1 116, xor2_1 92, inv_1 88, a21oi_1 82, ha_1 63, o21ai_1 61
o21ai_0 40, nor2_1 38, a21o_1 34, xnor2_1 33, nor3_1 31, clkbuf_16 29, nand4_1 28, nand3_1 22
and3_1 21, nor4_1 19, o22ai_1 15, o21bai_1 11, nor2b_1 8, or3_1 8, o211ai_1 7, o31ai_1 7
o21a_1 7, buf_4 7
## power by group
group	total, mW	leakage (nW)	switching (mW)	internal [mW]
Combinational	0.176	3.78	0.0988	0.0772
Sequential	0.494	2.82	0.0173	0.477
Clock	0.478	0.477	0.182	0.295
Total	1.15	7.08	0.298	0.850
## path summary, 6_finish.rpt
check	to	slack, ns
hold / removal	delay_chain[1][7]	0.38
setup reg to reg	net_writes[61]	19.04
hold reg to reg	delay_chain[1][7]	0.38
max in group asynchronous	delay_chain[2][4]	17.60
setup / recovery	net_writes[62]	15.02
min in group asynchronous	delay_chain[0][28]	3.86
## critical path, delay by kind of cell
kind	cells	cell delay, ns
buffers and inverters	3	0.65
adder cells (fa/ha/maj)	2	0.67
AND/OR/NAND/NOR	3	0.51
AND-OR/OR-AND	5	1.27
multiplexers	1	0.30
XOR/XNOR	1	0.10
## per-stage QoR
step	cells	hold WS [ns]	worst slack, ns	total power [mW]
floorplan	1207	0.354	15.41	0.603
global placement	1762	0.374	14.48	0.678
detailed placement	1762	0.367	14.44	0.678
CTS	1812	0.380	15.02	1.16
global route	1812	0.390	14.74	1.20
finish	1812	0.383	15.02	1.15
## flip-flops by register name, summed over array words and instances, names as in the netlist
signal,flops
delay_chain,192
net_writes,64
## area by class of cell
type / instances / area (um2) / area share
Sequential cell: 256 / 6410 / 0.408
Inverter: 89 / 334 / 0.0213
Multi-Input combinational cell: 821 / 5490 / 0.350
Timing Repair Buffer: 200 / 1990 / 0.127
Tap cell: 396 / 495 / 0.0316
Clock inverter: 10 / 156 / 0.00997
Clock buffer: 40 / 817 / 0.0521
## routing by layer
metal / up-vias / share of wire / routed length, um / global-route usage
met1: 4477 / 0.46 / 15600 / 0.365
li1: 4636 / - / - / -
met3: 58 / 0.062 / 2130 / 0.0419
met5: - / 0 / 0 / 0
met4: 0 / 0.040 / 1360 / 0.0783
met2: 287 / 0.44 / 15200 / 0.335
## kinds of logic after synthesis
logic type	after synthesis
AOI/OAI and AO/OA	316
adders and majority gates	64
buffers and inverters	130
xor gates and xnor gates	125
muxes	6
DFF	256
and+or+nand+nor	310
Power is estimated from default activity; no workload was simulated.
