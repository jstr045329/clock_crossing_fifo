--- flow/config.mk ---
export PLATFORM = sky130hd
export DESIGN_NAME = net_write_tracker_read_side
export DESIGN_NICKNAME = net_write_tracker_read_side
export VERILOG_FILES = /design/flow/design.v
export SDC_FILE = /design/flow/constraint.sdc
export NUM_CORES = 4
export LEC_CHECK = 1
export CORE_UTILIZATION = 40
--- flow/constraint.sdc ---
current_design net_write_tracker_read_side

set clk_period 22.2
set clk_io_pct 0.2

create_clock -name clk0 -period $clk_period [get_ports {aclk}]

set non_clock_inputs [all_inputs -no_clocks]
set_input_delay [expr $clk_period * $clk_io_pct] -clock clk0 $non_clock_inputs
set_output_delay [expr $clk_period * $clk_io_pct] -clock clk0 [all_outputs]
--- flow/design.v ---
interface axi #(parameter DWIDTH=32, TKEEPWIDTH=4, TSTRBWIDTH=4, TIDWIDTH=8, TDESTWIDTH=8);
logic aclk;
logic aresetn;
logic [DWIDTH-1:0] tdata;
logic tlast;
logic tready;
logic tvalid;
logic [TKEEPWIDTH-1:0] tkeep;
logic [TSTRBWIDTH-1:0] tstrb;
logic tuser;
logic [TIDWIDTH-1:0] tid;
logic [TDESTWIDTH-1:0] tdest;
modport TRANSMIT (
    input aclk,
    input aresetn,
    output tdata,
    output tlast,
    input tready,
    output tvalid,
    output tkeep,
    output tstrb,
    output tuser,
    output tid,
    output tdest
    );
modport RECEIVE (
    input aclk,
    input aresetn,
    input tdata,
    input tlast,
    output tready,
    input tvalid,
    input tkeep,
    input tstrb,
    input tuser,
    input tid,
    input tdest
    );
endinterface
module net_write_tracker_read_side (
    aclk,
    aresetn,
    total_reads,
    total_writes,
    net_writes
    );
parameter DWIDTH = 64;
input aclk;
input aresetn;
input signed [DWIDTH-1:0] total_reads;
input signed [DWIDTH-1:0] total_writes;
output logic signed [DWIDTH-1:0] net_writes;
logic [DWIDTH-1:0] delay_chain [3];
always @(posedge aclk, negedge aresetn) begin 
    if (aresetn == 1'b0) begin 
        delay_chain[2] <= 0;
        delay_chain[1] <= 0;
        delay_chain[0] <= 0;
    end else begin 
        delay_chain[2] <= delay_chain[1];
        delay_chain[1] <= delay_chain[0];
        delay_chain[0] <= total_writes;
    end
end
always @(posedge aclk, negedge aresetn) begin 
    if (aresetn == 1'b0) begin 
        net_writes <= 0;
    end else if ((delay_chain[0] == delay_chain[1]) && (delay_chain[1] == delay_chain[2])) begin 
        net_writes <= delay_chain[0] - total_reads;
    end
end
endmodule
--- flow/run.sh ---
#!/bin/bash
# OpenROAD 26Q1-2900-gdf79404cd8, Yosys 0.63+post, stock flow scripts
make -C /OpenROAD-flow-scripts/flow DESIGN_CONFIG=/design/flow/config.mk WORK_HOME=/design/flow/orfs finish
==> summary.txt <==
Physical implementation.

- The layout summary lists the proportion of cells stronger than drive strength 1 as 7.82%.
- Looking at the reg2reg group, the worst path starts from delay_chain[0][8].
- The area of the core region is 30600 um^2.
- The required time of the worst setup path is 22650 ps.
- Per STA, the startpoint of the critical path is total_reads[8].
- The relative slew slack is 42.4%.
- The clock net in this run drives a total of 256 sinks.
- The number of pins exceeding their max-slew limit in the final report is 0.
- During I/O placement, the number of pins put on the boundary was 194.
- For reference, the critical path is captured by net_writes[61].
- After floorplanning, the core was divided into 64 placement rows.
- The post-cts sizing count is 0.
- The maximum buffer depth of the clock tree is 3.
- At the worst endpoint, the arrival time is 8130 ps.
- Per the CTS log, the maximum H-tree level is 1.
- Using the TritonRoute via totals, the vias-per-cell ratio works out to 5.19.
- The floorplan die area is 31800 um^2.
- The clock root buffer is clkbuf_16.
- The transition time at the pin with the least slew margin is 863 ps.
- The wire length of the first global-routing pass is 51600 um.
- The worst-path cell with the longest stage delay is o2111ai_1.
- The async set or reset register ratio after synthesis is 100%.
- The placed instances occupy a cell area of 14800 um^2.
- In the final report, the number of hold violations comes to 0.
- The final critical path time including I/O delays and setup is 7680 ps.
- The end-of-flow timing check tallies setup violations at 0.
- The synthesized design contains 0 enable-type register cells.
- The number of buffers added on ports is 193.
- The most used flip-flop cell after synthesis is dfrtp_1.
- The delay of the slowest critical-path stage is 740 ps.
- For reference, the post-synthesis area per instance comes to 10.8 um^2.
- Yosys attributes the largest share of cell area to dfrtp_1, ha_1, xor2_1, xnor2_1, mux2_2.
- The TritonCTS clock tree is yes.
- The path depth of the worst reg2reg path is 11.
- The achievable frequency is 0.130 GHz.
- The detailed-routing iteration count for the pre-antenna-repair pass is 5.
- The flow ran to the end, and the final reports show no timing, DRC or antenna violations.
- The number of buffers inserted during clock tree synthesis is 28.
- The number of different library cells in the post-synthesis netlist is 58.
- The floorplan core density is 40.6%.
- The die is 178 um wide.
- After detailed routing, the average wire length per cell comes to 18.9 um.
- In the final layout, flip-flops and latches occupy 6410 um^2.
- Setup total negative slack on the finished layout was measured at 0 ps.
- The most popular library cell in the synthesized design by count is dfrtp_1.
- The via count of the first global-routing pass is 9090.
- The number of nets still failing antenna checks after routing is 0.
- Listed in order, past its start point the critical path passes clkdlybuf4s50_1 -> inv_1 -> ha_1 -> a2111oi_0 -> o21ai_0 -> o311ai_0 -> buf_4 -> a211oi_2 -> o2111ai_1 -> a31oi_1 -> o31ai_1 -> nand3_1 -> a31o_2.
- The worst clock skew is 14.8 ps.
- After synthesis, the most frequently instantiated cells are dfrtp_1, inv_1, a21oi_1, xor2_1, nand2_1.
- The total power per unit cell area is 72.5 nW/um^2.
- The synthesized cell area is 12400 um^2.
- The peak ir drop on the vdd network is 0.0612 mV.
- The warning total across the stage logs is 28.
- The largest total area in the synthesized netlist belongs to dfrtp_1.
- Entering global routing, the biggest net connects 127 pins.
- Per the OpenROAD power report, leakage power amounts to 7.10 nW.
- Note, the detailed placer reported a final HPWL of 25700 um.
- The total routing usage reported by global routing is 22.6%.
- The detailed router finished its first iteration with 557 violations.
- The startpoint type of the worst setup path is an input pin.
- The critical path endpoint category is a register.
- The number of warnings issued by yosys is 2.
- The setup check on the worst reg-to-reg path leaves a slack of 18480 ps.
- The chip area in the Yosys report is 12400 um^2.
- Max-cap violations in this run came to 0.
- The remaining routing DRC violations is 0.
- After technology mapping, the gate count stands at 1155.
- The post-CTS hold buffer count recorded in the log is 0.
- Setup repair after global routing left no endpoint under its margin.
- The routed wire length is 33300 um.
- The part of the cycle the worst path needs is 34.6%.
- The yosys stat cell total is 1155.
- Per the layout area report, the combinational gate area comes to 5560 um^2.
- The critical path in this run is classified as in -> reg.
- From synthesis to final layout, the design area changed by 26.5%.
- Across all layers, the routed design uses 9170 vias.
- The number of fill cells in the layout is 2713.
- Per the repair_timing log after CTS, setup buffers inserted total 0.
- The post-synthesis register bit count is 256.
- Sequential cells were found to cover 51.5% of the synthesized design area.
- The initial antenna violation count is 1.
- The highest fanout seen on the critical path is 6.
- The latest clock arrival within the worst-skew pair is 560 ps.
- For this run the aggregate overflow at the end of global routing stands at 0.
- The die height is 178 um.
- The finished layout cell area is 15700 um^2.
- The clock slew at the register clock pins of the worst setup and hold paths is 60 ps.
- The share of the synthesized area in the top cell type is 51.5%.
- The capturing point of the worst reg2reg path is net_writes[61].
- After its last routability iteration, the placer logged a weighted congestion of 0.908.
- The worst hold path class is reg -> reg.
layout make-up:
type	instances	area share, %
Multi-Input combinational cell	778	35.3
Antenna cell	1	0.0159
Sequential cell	256	40.7
Timing Repair Buffer	200	12.7
Inverter	86	2.05
Clock inverter	8	0.772
Clock buffer	41	5.21
Tap cell	396	3.15
routing by layer:
metal	part of all wire [%]	global-route usage, %	vias to the layer above
met4	2.3	4.52	0
met5	0	0	-
met1	47	36.5	4379
li1	-	-	4494
met2	45	33.2	254
met3	5.8	4.00	43
metrics by stage:
stage | hold WS, ps | worst slack, ps | power, mW | std cells | util, %
2_1_floorplan | 368 | 15110 | 0.611 | 1155 | -
3_3_place_gp | 372 | 14220 | 0.683 | 1716 | 48.3
3_5_place_dp | 378 | 14140 | 0.682 | 1716 | 48.3
4_1_cts | 385 | 14690 | 1.15 | 1765 | 51.4
5_1_grt | 405 | 14430 | 1.19 | 1765 | 51.4
6_report | 381 | 14520 | 1.14 | 1766 | 51.4
cells in the final DEF, fill, tap and decap left out, types with 28 or more instances in the layout:
cell type | Yosys | layout
nand4_1 | 29 | 29
a21oi_1 | 73 | 73
nor3_1 | 36 | 36
nand2_1 | 67 | 67
mux2_2 | 40 | 40
clkdlybuf4s50_1 | 0 | 192
xor2_1 | 72 | 72
xnor2_1 | 63 | 63
ha_1 | 63 | 63
a21o_1 | 31 | 31
inv_1 | 85 | 85
dfrtp_1 | 256 | 256
nor2_1 | 47 | 47
o21ai_0 | 38 | 38
clkbuf_16 | 0 | 28
power by group:
group	total (mW)	switching, mW	leakage [nW]	internal (mW)
Combinational	0.171	0.0938	3.60	0.0776
Clock	0.466	0.187	0.459	0.279
Sequential	0.503	0.0183	3.04	0.485
flip-flops by register name (all words and copies together) (netlist names):
signal and count:
delay_chain 192, net_writes 64
kinds of logic (layout without fill, tap and decap cells):
| logic type | count (synthesis) | count (layout) | share of synthesized area (%) |
|---|---|---|---|
| XOR/XNOR | 135 | 135 | 9.51 |
| AND/OR/NAND/NOR | 285 | 285 | 11.6 |
| other | 0 | 1 | 0 |
| adder cells (fa/ha/maj) | 64 | 64 | 6.50 |
| multiplexers | 40 | 40 | 3.62 |
| flip-flops | 256 | 256 | 51.5 |
| AND-OR/OR-AND | 254 | 254 | 13.4 |
| buffers and inverters | 121 | 335 | 3.75 |
critical path, delay by kind of cell:
kind	cells	cell delay, ps
compound gates	8	2460
fa+ha+maj	1	380
buf+inv	3	710
simple gates	1	120
worst min-delay path by stage:
stage                 startpoint            endpoint  slack, ps  cells past startpoint
finish         delay_chain[1][6]   delay_chain[2][6]        380                      0
global route  delay_chain[1][32]  delay_chain[2][32]        400                      0
CTS            delay_chain[1][6]   delay_chain[2][6]        390                      0
Power figures rest on the tool's default switching activity, not on a simulated workload.
